==> design/flow/config.mk <==
export PLATFORM = sky130hd
export DESIGN_NAME = gcd_top
export DESIGN_NICKNAME = gcd_top
export VERILOG_FILES = /design/flow/design.v
export SDC_FILE = /design/flow/constraint.sdc
export NUM_CORES = 4
export LEC_CHECK = 1
export CORE_AREA = 10 10 81 81
export DIE_AREA = 0 0 91 91
export SYNTH_HDL_FRONTEND = slang
==> design/flow/constraint.sdc <==
current_design gcd_top

set clk_period 2.3
set clk_io_pct 0.2

create_clock -name clk0 -period $clk_period [get_ports {clk}]

set non_clock_inputs [all_inputs -no_clocks]
set_input_delay [expr $clk_period * $clk_io_pct] -clock clk0 $non_clock_inputs
set_output_delay [expr $clk_period * $clk_io_pct] -clock clk0 [all_outputs]
==> design/flow/design.v <==
module gcd_controller (
  input clk,
  input rst,
  input start,
  input equal_val,
  input less_val,
  output reg A_sel,
  output reg B_sel,
  output reg AL,
  output reg BL,
  output reg res_L
);
parameter state_reg_width = 3;
  parameter [state_reg_width - 1 : 0]  start_state = 3'd0,
                                       inputs = 3'd1,
									   equal = 3'd2,
									   compare =3'd3,
									   subA=3'd4,
									   subB =3'd5,
									   done=3'd6;
   reg [state_reg_width -1 : 0] curr_state , next_state ;
	always @(posedge clk)begin
		if(rst)
			begin
			curr_state <= start_state;
			end
		else 
			begin
			curr_state <= next_state;
			end
	end
  always @(*) begin
    AL = 0;
    BL = 0;
    A_sel = 0;
    B_sel = 0;
    res_L = 0;
    case (curr_state)
      start_state: begin
        if (start) next_state = inputs;
	    else next_state = start_state;
      end
      inputs: begin
        A_sel=0;
		B_sel=0;
		AL=1;
		BL=1;
		next_state = equal;
      end
      equal: begin
        if(equal_val) next_state = done;
        else next_state = compare;
      end
      compare: begin
        if(less_val) next_state = subB;
        else next_state = subA;
      end
      subA: begin
        A_sel = 1;
        AL = 1;
        BL = 0;
        B_sel = 0;
        res_L = 0;
        next_state = equal;
      end
      subB: begin
        B_sel = 1;
        BL = 1;
        AL = 0;
        AL = 0;
        res_L = 0;
        next_state = equal;
      end
      done: begin
        res_L = 1;
        if (rst) next_state = start_state;
		else next_state = done;
      end
    endcase
  end 
endmodule
module gcd_dp (
  input clk,
  input rst_dp,
  input A_sel,
  input B_sel,
  input AL,
  input BL,
  input wire [3:0] A,
  input wire [3:0] B,
  input res_L,
  wire equal_val,
  wire less_val,
  output reg [3:0] res
);
  wire [3:0] amb;
  wire [3:0] bma;
  wire [3:0] A1,B1,a1,b1;
 	mux_2to1 mux_a ( .x(A),
					 .sub_val(amb),
					 .sel(A_sel),
					 .out(a1)
	);
	mux_2to1 mux_b ( .x(B),
					 .sub_val(bma),
					 .sel(B_sel),
					 .out(b1)
	);
	register reg_A ( .clk(clk),
					 .rst(rst_dp),
					 .x(a1),
                    .out(A1),
                    .load(AL)
	);
	register reg_B ( .clk(clk),
					 .rst(rst_dp),
					 .x(b1),
                    .out(B1),
                    .load(BL)
	);
	register reg_out ( .clk(clk),
					   .rst(rst_dp),
                       .x(A1),
					   .out(res),
                       .load(res_L)
	);
  assign amb = A1 - B1;
  assign bma = B1 - A1;
  assign equal_val = (A1==B1)?1:0;
  assign less_val = (A1<B1)?1:0;
endmodule
module gcd_top (
  input [3:0] A,
  input [3:0] B,
  input start,
  input clk,
  input rst,
  output reg [3:0] res
);
  wire equal_val, less_val;
  wire A_sel, B_sel, res_L, AL, BL;
    gcd_dp datapath(
    .clk(clk),
    .rst_dp(rst),
    .AL(AL),
    .BL(BL),
    .res_L(res_L),
    .equal_val(equal_val),
    .less_val(less_val),
    .A_sel(A_sel),
    .B_sel(B_sel),
    .A(A),
     .B(B),
     .res(res)
  );
  gcd_controller fsm (
    .clk(clk),
    .rst(rst),
    .AL(AL),
    .BL(BL),
    .res_L(res_L),
    .start(start),
    .equal_val(equal_val),
    .less_val(less_val),
    .A_sel(A_sel),
    .B_sel(B_sel)
  );
endmodule
module mux_2to1 (
  input [3:0] x,sub_val,
	input sel,
  output [3:0] out
);
  assign out = (sel==1) ? sub_val:x;
endmodule
module register (
	input clk,
	input rst,
	input load,
  input [3:0] x,
  output reg [3:0] out
);
	always @(posedge clk) begin
		if (rst)
		begin
			out <= 0;
		end
		else 
		begin
			if(load) out <= x;
			else out <= out ;
		end
	end
endmodule
==> design/flow/run.sh <==
#!/bin/bash
# OpenROAD 26Q1-2900-gdf79404cd8, Yosys 0.63+post, stock flow scripts
make -C /OpenROAD-flow-scripts/flow DESIGN_CONFIG=/design/flow/config.mk WORK_HOME=/design/flow/orfs finish
==> results.json <==
{
  "timing.critical_path.required_ns": 2.47,
  "holdBufCountCts": 0,
  "critical_path.startpoint_type": "register",
  "openroad.warnings": 28,
  "crit_arrival_ns": 1.80,
  "grt_max_degree": 17,
  "postLayoutCellArea_um2": 1221,
  "relSlewSlack": 0.6371,
  "worst_slack_ns": 0.6675,
  "clock_insertion_delay_worst_skew_ns": 0.24,
  "effective_utilization_at_floorplan": 0.2049,
  "grt_use_total": 0.04862,
  "met1Wirelength_um": 1015,
  "post_cts_resized": 0,
  "layout_worst_path_cycle_share": 0.7098,
  "syn2layout_area_growth_pct": 23.70,
  "core_area_um2": 4817,
  "cp_max_fo": 4,
  "routed-via-count": 708,
  "grt_pass1_vias": 697,
  "yosysChipArea_um2": 987.2,
  "clock-root-buffer": "clkbuf_8",
  "chip_height_um": 91,
  "rsz0062_at_grt": "no",
  "netlist.top_cell.by_area": "dfxtp_1",
  "horizontal_die_dimension_um": 91,
  "detailroute.wirelength.met3_um": 173,
  "finalWirelength_um": 1996,
  "num_antenna_cells": 0,
  "buffer_ports.inserted": 14,
  "fin_worst_skew_ns": 0.001235,
  "antenna_violating_nets_post_route": 0,
  "unconstrained_endpoints": 3,
  "ys_sh_adder": 0.1166,
  "globalplace.congestion": 0.8046,
  "cts.clk_slew.worst_paths_ns": 0.06,
  "top_cells_by_area": "dfxtp_1 30%, ha_1 7.6%, mux2i_1 5.1%",
  "dp_worst_setup_slack_ns": 0.6778,
  "setup_viol": 0,
  "post_route_cells_drive_above_1_share": 0.09836,
  "post_synth.cell_area_avg_um2": 9.141,
  "synth.cell_area_um2": 987.2,
  "drtPass1Iterations": 4,
  "global_route.overflow_total": 0,
  "max_freq_mhz": 612.5,
  "numCtsBuffers": 3,
  "unclocked_pins": 3,
  "routedWlPerCell_um": 10.56,
  "dr.max_layer_used": "met3",
  "drcViolationCount": 0,
  "ys_cells": 108,
  "cts_post_setup_buffers_inserted": 0,
  "dpl_cell_area_um2": 1176,
  "clock_path_buffers": 2,
  "synth_cells": 108,
  "dr.first_iter.drc_count": 38,
  "period_minus_slack_ns": 1.633,
  "vdd_drop_max_mv": 0.1840,
  "timing.hold.worst.class": "register to register",
  "synth_cell_types": 37,
  "drv_cap": 0,
  "synth-warning-count": 2,
  "post-dp-hpwl_um": 1587,
  "synth.cellmix.simpleShare": 0.1850,
  "report.final.hold_viol_count": 0,
  "synth.mux.area_fraction": 0.05070,
  "final.setup.tns_ns": 0,
  "row_count": 25,
  "max_slew.worst_pin.slew_ns": 0.5432,
  "die_area_um2": 8281,
  "ys_sh_xor": 0.03549,
  "end_kind": "register",
  "p_leak_nw": 0.4691,
  "grt_antenna_before_repair": 0,
  "cts_tree": "done",
  "status": "completed",
  "cts_max_level": 1,
  "synth_largest_type_area_fraction": 0.3042,
  "criticalPathCategory": "register to register",
  "grt_first_pass_wirelength_um": 3387,
  "p_per_area_nw_per_um2": 539.3,
  "postSynthRegisterBits": 18,
  "vias_per_cell": 3.746,
  "maxSlewViolCount": 0,
  "routed_wire_length_on_met2_um": 807,
  "post_synth_ao_oa_area_fraction": 0.1812,
  "yosys-dominant-comb-family": "simple AND/OR/NAND/NOR gates",
  "io_pins": 15
}
## report_power, final
group	total, W	leakage [nW]	switching (W)	internal (W)
logic	0.000148	0.301	0.0000701	0.0000779
registers	0.000303	0.145	0.0000233	0.000280
clock network	0.000207	0.0228	0.0000848	0.000122
total	0.000659	0.469	0.000178	0.000480
## path summary, 6_finish.rpt
path | cells past startpoint | from | slack [ns] | end
worst max-delay path | 7 | datapath.reg_A.out[0]$_SDFFE_PP0P_ | 0.67 | datapath.reg_A.out[2]$_SDFFE_PP0P_
worst min-delay path | 2 | datapath.reg_out.out[2]$_SDFFE_PP0N_ | 0.46 | datapath.reg_out.out[2]$_SDFFE_PP0N_
worst max register to register | 7 | datapath.reg_A.out[0]$_SDFFE_PP0P_ | 0.67 | datapath.reg_A.out[2]$_SDFFE_PP0P_
worst min register to register | 2 | datapath.reg_out.out[2]$_SDFFE_PP0N_ | 0.46 | datapath.reg_out.out[2]$_SDFFE_PP0N_
## final cells by class
type,instances,area [um2]
Multi-Input combinational cell,76,561.8
Sequential cell,18,345.3
Tap cell,67,83.83
Inverter,8,30.03
Timing Repair Buffer,16,155.1
Fill cell,532,3596
Clock buffer,4,45.04
## metal layers
metal | global-route usage | up-vias
met5 | 0 | -
met3 | 0.02324 | 0
met4 | 0.001305 | 0
met1 | 0.06721 | 302
li1 | - | 390
met2 | 0.07160 | 16
## critical path: stages, from the launching register on
cell	delay, ns
dfxtp_1	0.39
inv_1	0.06
ha_1	0.21
fa_1	0.38
xor2_1	0.18
a2bb2oi_2	0.12
nor2_1	0.05
nor3_1	0.16
## cell usage in the layout (no fill, tap or decap), drive strengths merged, types with 2 or more instances in the layout
cell type	n
a21boi	2
mux2i	5
a2bb2oi	3
inv	8
buf	2
dlxtp	3
nand3	5
nor2b	6
ha	6
o21ai	2
dfxtp	15
nand2b	3
nand2	5
a211oi	3
clkdlybuf4s50	14
xor2	3
nor2	11
clkbuf	4
fa	2
a21oi	8
o22ai	2
## registers in the layout, summed over array words and instances (netlist names)
register,count
fsm.curr_state,3
datapath.reg_A.out,4
fsm.next_state,3
datapath.reg_B.out,4
datapath.reg_out.out,4
## cells in the mapped netlist
cell type,count
buf_6,3
a2bb2oi_1,2
nand2b_2,1
nand4b_1,1
a221oi_1,1
o31ai_1,1
nand2_1,4
o21ai_0,1
buf_4,1
or3_1,1
nor3_1,1
dlxtp_1,3
nand3b_1,1
a2bb2oi_2,1
a21o_1,1
o22ai_1,2
and2_1,1
fa_1,2
dfxtp_1,15
mux2i_1,5
nand2b_1,2
nand2_2,1
o21ai_1,1
ha_1,6
xor2_1,3
nor2b_2,1
clkbuf_1,1
o21bai_1,1
xnor2_1,1
nor2_1,11
inv_1,8
buf_2,1
a21oi_1,8
nand3_1,5
a21boi_1,2
a211oi_2,3
nor2b_1,5
## logic make-up (layout without fill, tap and decap cells)
| kind of cell | Yosys count | count (layout) |
|---|---|---|
| flops | 15 | 15 |
| buf+inv | 14 | 28 |
| mux | 5 | 5 |
| xor+xnor | 4 | 4 |
| simple gates | 35 | 35 |
| compound gates | 24 | 24 |
| fa+ha+maj | 8 | 8 |
| latches | 3 | 3 |
## through the flow
step / hold slack, ns / std cells / total power [W] / util
after floorplan: 0.4218 / 108 / 0.0004218 / -
after global placement: 0.4605 / 185 / 0.0004585 / 0.2442
after detailed placement: 0.4548 / 185 / 0.0004593 / 0.2442
after CTS: 0.4629 / 189 / 0.0006684 / 0.2535
after global routing: 0.5035 / 189 / 0.0006981 / 0.2535
final: 0.4631 / 189 / 0.0006585 / 0.2535
No activity file was given, so power comes from the tool's default toggle rates.
